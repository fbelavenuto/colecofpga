==> design.v <==
`timescale 1ns / 10ps
module ac97_in_fifo(clk, rst, en, mode, din, we, dout, re, status, full, empty);
input		clk, rst;
input		en;
input	[1:0]	mode;
input	[19:0]	din;
input		we;
output	[31:0]	dout;
input		re;
output	[1:0]	status;
output		full;
output		empty;
reg	[31:0]	mem[0:3];
reg	[31:0]	dout;
reg	[3:0]	wp;
reg	[2:0]	rp;
wire	[3:0]	wp_p1;
reg	[1:0]	status;
reg	[15:0]	din_tmp1;
reg	[31:0]	din_tmp;
wire		m16b;
reg		full, empty;
assign m16b = (mode == 2'h0);	 
always @(posedge clk)
	if(!en)		wp <= #1 4'h0;
	else
	if(we)		wp <= #1 wp_p1;
assign wp_p1 = m16b ? (wp + 4'h1) : (wp + 4'h2);
always @(posedge clk)
	if(!en)		rp <= #1 3'h0;
	else
	if(re)		rp <= #1 rp + 3'h1;
always @(posedge clk)
	status <= #1 ((rp[1:0] - wp[2:1]) - 2'h1);
always @(posedge clk)
	empty <= #1 (wp[3:1] == rp[2:0]) & (m16b ? !wp[0] : 1'b0);
always @(posedge clk)
	full  <= #1 (wp[2:1] == rp[1:0]) & (wp[3] != rp[2]);
always @(posedge clk)
	dout <= #1 mem[ rp[1:0] ];
always @(posedge clk)
	if(we & !wp[0])	din_tmp1 <= #1 din[19:4];
always @(mode or din_tmp1 or din)
	case(mode)	// synopsys parallel_case full_case
	   2'h0: din_tmp = {din[19:4], din_tmp1};	 
	   2'h1: din_tmp = {14'h0, din[19:2]};		 
	   2'h2: din_tmp = {11'h0, din[19:0]};		 
	endcase
always @(posedge clk)
	if(we & (!m16b | (m16b & wp[0]) ) )	mem[ wp[2:1] ] <= #1 din_tmp;
endmodule
==> run.sh <==
#!/bin/bash
# OpenROAD 26Q1-2900-gdf79404cd8, Yosys 0.63+post, stock flow scripts
make -C /OpenROAD-flow-scripts/flow DESIGN_CONFIG=/design/flow/config.mk WORK_HOME=/design/flow/orfs finish
==> config.mk <==
export PLATFORM = sky130hd
export DESIGN_NAME = ac97_in_fifo
export DESIGN_NICKNAME = ac97_in_fifo
export VERILOG_FILES = /design/flow/design.v
export SDC_FILE = /design/flow/constraint.sdc
export NUM_CORES = 4
export LEC_CHECK = 1
export CORE_UTILIZATION = 30
==> constraint.sdc <==
current_design ac97_in_fifo

set clk_period 7.7
set clk_io_pct 0.2

create_clock -name clk0 -period $clk_period [get_ports {clk}]

set non_clock_inputs [all_inputs -no_clocks]
set_input_delay [expr $clk_period * $clk_io_pct] -clock clk0 $non_clock_inputs
set_output_delay [expr $clk_period * $clk_io_pct] -clock clk0 [all_outputs]
==> job_summary.md <==
## Synthesis and layout report

| Metric | Value |
|---|---|
| Status | finished clean |
| HPWL Detailed | 7680 um |
| Final instance area | 0.00832 mm2 |
| Clk sink count | 187 |
| LEAKAGE | 2.81 nW |
| Post-synthesis cell area | 0.00682 mm2 |
| Least-Margin Pin Slew | 0.885 ns |
| Hold buffers post-CTS | 0 |
| PwrDens | 274 mW/mm2 |
| Commonest Layout Cell | edfxtp_1 |
| Asr flop ratio synth | 0% |
| Die height | 153 um |
| Ys flop type | edfxtp_1 |
| FP Rows | 54 |
| Hold_ws | 0.487 ns |
| Initial antenna violation count | 0 |
| FP Util | 31.0% |
| Hold Path Depth | 2 |
| Clock Latency Late Sink | 0.42 ns |
| Placed cell areas | 0.00771 mm2 |
| Clock buffer count from CTS | 17 |
| Detailed Route WL | 12,400 um |
| Critical path class | in2reg |
| Unrepaired setup endpoints after global routing | no |
| Commonest cells after routing, fill and taps aside | edfxtp_1, clkdlybuf4s50_1, dfxtp_1 |
| Unique cell types | 28 |
| Crit. End Element | flip-flop |
| Final Wtd Congestion | 0.731 |
| Peak supply drop | 0.149 mV |
| Final Max Tran Viols | 0 |
| Final period utilization | 48.1% |
| Port Buffer Count | 61 |
| R2R depth | 3 |
| Seq share, synth | 76.1% |
| Die area | 0.0233 mm2 |
| DRT antenna net count | 0 |
| Post-layout minimum cycle time | 3.70 ns |
| Layout area overhead | 22.0% |
| FF-to-FF Start | wp[0] |
| R2R setup slack | 5.56 ns |
| # setup viols final | 0 |
| Post_cts resized | 0 |
| Setup crit start | mode[0] |
| Core ar. | 0.0220 mm2 |
| Power, Total | 2.28 mW |
| Antenna Diode Count | 0 |
| Max Cap Viol | 0 |
| Hold path start | wp[3] |
| Total number of vias | 3,314 |
| Layout cells sized above 1 | 16.3% |
| Vias in the first global route | 3,587 |
| DR DRC count | 0 |
| Die Width | 153 um |
| Syn Inst Count | 359 |
| Fmax | 270 MHz |
| YS warnings | 3 |
| All-Layer GR Usage | 11.9% |
| Ys flops | 187 |
| Total gr overflow | 0 |
| First drt pass iteration count | 15 |
| Final Skew | 0.0118 ns |
| End of the worst hold path | wp[3] |
| Crit path DRT | 7.80 ns |
| Critical path fanouts, max | 17 |
| Hold WC Path Type | reg2reg |
| CTS root buf | clkbuf_16 |
| Worst Setup Start Kind | primary input |
| First DRT Iteration DRCs | 208 |
| Via density | 4.59 |
| Number of synthesized flops with an enable pin | 144 |
| IO Count | 63 |
| Chip area in the Yosys report | 0.00682 mm2 |
| Post-CTS setup buffer count | 0 |
| DR WL/cell | 17.1 um |
| Log Warnings | 31 |
| Max transition margin | 41.0% |
| Synthesized area per cell | 19.0 um2 |
| Clock transition at path regs | 0.06 ns |
| Final hold vios | 0 |
| CTS tree | built |
| Final core utilization | 37.8% |
| H-tree level count | 4 |
| CP Data Arrival Time | 3.80 ns |
| Ys cells | 359 |
| First-pass GRT wire length | 19,900 um |
| Reg-to-Reg End | mem[3][24] |
| Clk buf depth | 2 |
| Largest net degree at the start of global routing | 53 |
| Setup TNS Final | 0 ns |
-- cell families (layout without fill, tap and decap cells) --
logic type / after synthesis / in the layout / synth area share [%]
AOI/OAI and AO/OA: 43 / 43 / 4.00
xor gates and xnor gates: 6 / 6 / 0.771
adders and majority gates: 10 / 10 / 1.84
buffers and inverters: 26 / 109 / 2.42
DFF: 187 / 187 / 76.1
muxes: 34 / 34 / 11.0
and+or+nand+nor: 53 / 53 / 3.89
-- cell usage after synthesis (all sizes together) (3+ instances only) --
library cell	instances	area (um2)
clkbuf	6	22.5
xnor2	3	26.3
and2	3	18.8
and3	5	31.3
nand2	7	26.3
nor2	18	67.6
edfxtp	144	4320
mux4	32	732
buf	13	116
dfxtp	43	861
inv	7	26.3
nand2b	3	18.8
a22oi	18	135
nor2b	14	87.6
ha	10	125
xor2	3	26.3
a21oi	19	95.1
-- area by class of cell --
| cell class | instances | area (um2) |
|---|---|---|
| repair buffers | 70 | 678 |
| inverters | 7 | 26.3 |
| flip-flops and latches | 187 | 5190 |
| multi-input cells | 146 | 1470 |
| fillers | 1990 | 13700 |
| clock inverters | 12 | 130 |
| clock buffers | 20 | 478 |
| well taps | 280 | 350 |
-- flip-flops by register name (all words and copies together) (netlist names) --
name      flops
mem         128
dout         32
din_tmp1     16
wp            4
rp            3
status        2
empty         1
full          1
-- worst max path at each step --
stage / end / slack (ns)
5_1_grt: mem[3][26] / 3.84
4_1_cts: mem[3][26] / 3.98
6_report: mem[3][24] / 4.00
-- layer usage --
| layer | up-vias | wire length, um | global-route usage, % |
|---|---|---|---|
| met3 | 15 | 1210 | 6.84 |
| met1 | 1627 | 4830 | 14.6 |
| met5 | - | 0 | 0 |
| li1 | 1537 | - | - |
| met4 | 0 | 225 | 2.07 |
| met2 | 135 | 6110 | 18.8 |
-- critical path, cell delays in order --
cell and delay (ns):
clkdlybuf4s50_1 0.49, inv_1 0.07, ha_1 0.29, nand2b_1 0.20, and3_1 0.77, buf_4 0.43
-- where the power goes --
part	internal, mW	switching, mW
Clock	0.517	0.359
Sequential	1.17	0.0184
Combinational	0.118	0.0979
Total	1.80	0.475
-- metrics by stage --
step / worst slack [ns] / instances
after global placement: 3.56 / 690
after CTS: 3.98 / 722
after floorplan: 4.46 / 359
final: 4.00 / 722
after detailed placement: 3.52 / 690
after global routing: 3.84 / 722
Power is estimated from default activity; no workload was simulated.
