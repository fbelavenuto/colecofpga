File: /design/flow/run.sh
#!/bin/bash
# OpenROAD 26Q1-2900-gdf79404cd8, Yosys 0.63+post, stock flow scripts
make -C /OpenROAD-flow-scripts/flow DESIGN_CONFIG=/design/flow/config.mk WORK_HOME=/design/flow/orfs finish
File: /design/flow/config.mk
export PLATFORM = sky130hd
export DESIGN_NAME = ac97_sout
export DESIGN_NICKNAME = ac97_sout
export VERILOG_FILES = /design/flow/design.v
export SDC_FILE = /design/flow/constraint.sdc
export NUM_CORES = 4
export LEC_CHECK = 1
export CORE_UTILIZATION = 40
File: /design/flow/constraint.sdc
current_design ac97_sout

set clk_period 1.0
set clk_io_pct 0.2

create_clock -name clk0 -period $clk_period [get_ports {clk}]

set non_clock_inputs [all_inputs -no_clocks]
set_input_delay [expr $clk_period * $clk_io_pct] -clock clk0 $non_clock_inputs
set_output_delay [expr $clk_period * $clk_io_pct] -clock clk0 [all_outputs]
File: /design/flow/design.v
`timescale 1ns / 10ps
module ac97_sout(clk, rst,
	so_ld, slt0, slt1, slt2, slt3, slt4,
	slt6, slt7, slt8, slt9,
	sdata_out
	);
input		clk, rst;
input		so_ld;
input	[15:0]	slt0;
input	[19:0]	slt1;
input	[19:0]	slt2;
input	[19:0]	slt3;
input	[19:0]	slt4;
input	[19:0]	slt6;
input	[19:0]	slt7;
input	[19:0]	slt8;
input	[19:0]	slt9;
output		sdata_out;
wire		sdata_out;
reg	[15:0]	slt0_r;
reg	[19:0]	slt1_r;
reg	[19:0]	slt2_r;
reg	[19:0]	slt3_r;
reg	[19:0]	slt4_r;
reg	[19:0]	slt5_r;
reg	[19:0]	slt6_r;
reg	[19:0]	slt7_r;
reg	[19:0]	slt8_r;
reg	[19:0]	slt9_r;
reg	[19:0]	slt10_r;
reg	[19:0]	slt11_r;
reg	[19:0]	slt12_r;
assign	sdata_out = slt0_r[15];
always @(posedge clk)
	if(so_ld)	slt0_r <= #1 slt0;
	else		slt0_r <= #1 {slt0_r[14:0], slt1_r[19]};
always @(posedge clk)
	if(so_ld)	slt1_r <= #1 slt1;
	else		slt1_r <= #1 {slt1_r[18:0], slt2_r[19]};
always @(posedge clk)
	if(so_ld)	slt2_r <= #1 slt2;
	else		slt2_r <= #1 {slt2_r[18:0], slt3_r[19]};
always @(posedge clk)
	if(so_ld)	slt3_r <= #1 slt3;
	else		slt3_r <= #1 {slt3_r[18:0], slt4_r[19]};
always @(posedge clk)
	if(so_ld)	slt4_r <= #1 slt4;
	else		slt4_r <= #1 {slt4_r[18:0], slt5_r[19]};
always @(posedge clk)
	if(so_ld)	slt5_r <= #1 20'h0;
	else		slt5_r <= #1 {slt5_r[18:0], slt6_r[19]};
always @(posedge clk)
	if(so_ld)	slt6_r <= #1 slt6;
	else		slt6_r <= #1 {slt6_r[18:0], slt7_r[19]};
always @(posedge clk)
	if(so_ld)	slt7_r <= #1 slt7;
	else		slt7_r <= #1 {slt7_r[18:0], slt8_r[19]};
always @(posedge clk)
	if(so_ld)	slt8_r <= #1 slt8;
	else		slt8_r <= #1 {slt8_r[18:0], slt9_r[19]};
always @(posedge clk)
	if(so_ld)	slt9_r <= #1 slt9;
	else		slt9_r <= #1 {slt9_r[18:0], slt10_r[19]};
always @(posedge clk)
	if(so_ld)	slt10_r <= #1 20'h0;
	else		slt10_r <= #1 {slt10_r[18:0], slt11_r[19]};
always @(posedge clk)
	if(so_ld)	slt11_r <= #1 20'h0;
	else		slt11_r <= #1 {slt11_r[18:0], slt12_r[19]};
always @(posedge clk)
	if(so_ld)	slt12_r <= #1 20'h0;
	else		slt12_r <= #1 {slt12_r[18:0], 1'b0 };
endmodule
==> summary.txt <==
The layout was made with Yosys and OpenROAD.

The flow ran to the end, and the final reports show no timing, DRC or antenna violations. Yosys reports a chip area of 6610 sq um. The tree built by TritonCTS fans out to 196 sinks. The slowest cell on the critical path is sky130_fd_sc_hd__dfxtp_1. The final global-route overflow total is 0.

Of all cell types, the one taking the most synthesized area is sky130_fd_sc_hd__dfxtp_1. Setup repair after global routing could not meet its margin everywhere. Summing over the stages, the warning tally comes to 29. In this run the critical path is formed by buf_2. The main area contributors are sky130_fd_sc_hd__dfxtp_1 (59%), sky130_fd_sc_hd__mux2_4 (23%), sky130_fd_sc_hd__mux2_2 (13%).

The endpoint kind of the worst setup timing path is a primary output. Per the detail_route report, DRC violations left total 0. During I/O placement, the number of pins put on the boundary was 180. The post-CTS repair timing setup buffer count is 0. The minimum period implied by the final worst setup slack is 1.00 ns. The arrival time at the worst endpoint is 0.80 ns. The data required time of the critical path is 0.80 ns. The number of antenna violations at the first check in global routing was 0. The register share of total power is 47.8%. The number of cells on the worst reg-to-reg path is 1.

The cell area after placement is 8660 sq um. The finished cells cover 9330 sq um. Hold-check failures listed in the final report amount to 0. The synthesis stats list as the most numerous cell sky130_fd_sc_hd__dfxtp_1. In this run the layout overhead on the synthesized area is reported as 41.2%.

The launch point of the worst register-to-register path is recorded as slt2_r[19]$_DFF_P_. The startpoint of the worst hold path is so_ld. In this run switching power makes up 18.8% of total power. The count of final max-slew check failures is 0.

Summed over all routing layers, the global router reports a total usage of 13.5%. The cell row count is 46. The largest net degree at the start of global routing is 23.

The number of placed cells counting well taps is 801. The final weighted congestion in routability-driven placement is 0.761. The number of port buffers is 178. The actual transition at the worst max-transition pin is 0.223 ns. The timing report attributes the biggest portion of critical-path delay to flip-flops. The width of the die is 131 um.

The largest incremental delay on the critical path is 0.29 ns. The detail-routed net length per standard cell is 13.2 um. The kind of start point of the critical path is a flop. The sequential fraction of the synthesis area is 59.4%. In the CTS report, the clock slew at the register clock pins of the worst setup and hold paths is listed as 0.06 ns. In this run the worst hold path is classified as primary input to flop.

CTS reports a maximum clock tree buffer depth of 2. The internal reg-to-reg setup slack is 0.31 ns. The final tally of setup violations is 0. Looking at the setup timing report, the critical path kind is flop to primary output.

The end point of the most critical hold path is slt8_r[15]$_DFF_P_. The number of different library cells in the post-synthesis netlist is 8. The net switching power figure is 0.00343 W.

The H-tree was split into 4 levels. The finished layout holds 833 standard cells, fillers aside. The worst hold path depth is 2. The fraction of synthesis flops using an asynchronous set or reset pin is 0%.

Logged for this run, the post-placement worst setup slack is -0.133 ns. The clock network latency to the later pin of the worst-skew pair is 0.41 ns. The via count of the first global-routing pass is 3,593.

The number of buffers created by CTS is 17. Setup slack on the critical path of the routed design comes to 0.000325 ns. The root buffer selected by CTS is sky130_fd_sc_hd__clkbuf_16. The number of warnings reported in the yosys synthesis log is 1. Between clock sinks in the finished design, the worst skew comes to 0.00608 ns. Per the detail_route report, inserted antenna diodes total 0.

The logic gate share of total power is 10.8%. The clock network power share is 41.4%. STA lists the maximum fanout along the critical path as 1. The highest clock rate this design can be run at is 1000 MHz.

The filler cell count is 1,289. The per-cell via count in the routed design is 4.26. The capture point of the worst reg-to-reg path is slt1_r[0]$_DFF_P_. The total length of routed wires is 11,000 um. The synthesized instance count is 414. OpenROAD reports that the post-layout worst path occupies 100% of the period. The core box area is 16,000 sq um. The maximum resistive drop on vdd is 1280 uV. Yosys mapped a number of flops with a built-in enable equal to 0.

The leakage power total is 3.95 nW. The worst relative slew slack is 85.1%. The post-synthesis instance area is 6610 sq um.

The fraction of layout cells with a size suffix above 1 is 36.1%. The count of routing violations after the opening detailed-route iteration is 93. The count of nets left with antenna violations once routing finished came out at 0. The synthesis-stage register bit count is 196. The yosys stat cell total is 414. Across all layers, the routed design uses 3,546 vias. The top cell type by area accounts for 59.4% of the synthesized area. The first-pass iteration count of the detailed router is 3. The reported max-cap violation count is 0.

Ranked by instance count, the synthesized netlist is headed by sky130_fd_sc_hd__dfxtp_1 (196), sky130_fd_sc_hd__mux2_4 (101), sky130_fd_sc_hd__mux2_2 (74). TritonCTS built the clock tree. In this run the mean area of a mapped cell was 16.0 sq um.

The chip occupies 17,000 sq um. In the floorplan report the effective utilization is 41.3%. The first-pass GRT wire length is 17,300 um.

Note, the detailed placer reported a final HPWL of 7340 um. The report lists the power per cell area as 1960 nW/um^2. The most used flip-flop cell after synthesis is sky130_fd_sc_hd__dfxtp_1. Measured along the y axis, the die boundary spans 131 um. The internal power consumption is 0.0149 W. Per the post-run analysis, buffers plus inverters along the critical path come to 1.
area by class of cell:
type,count,area (sq um),area share (%)
multi-input cells,196,2480,26.6
flip-flops and latches,196,3920,42.1
repair buffers,193,1980,21.2
clock buffers,19,443,4.75
clock inverters,13,229,2.45
well taps,216,270,2.90
per-layer routing:
layer	share of wire [%]	vias up	GRT usage, %
met5	0	-	0
met4	0.96	0	1.49
met3	12	7	6.67
met2	39	127	18.2
met1	48	1617	20.7
li1	-	1795	-
timing repair:
| item | 4_1_cts | 5_1_grt |
|---|---|---|
| endpoints found under the setup margin | 1 | 1 |
| hold buffers | 0 | 0 |
| gates resized | 3 | 0 |
| cloned | 0 | 0 |
worst max path at each step:
stage	startpoint	end	slack, ns	depth (start not counted)
5_1_grt	slt0_r[15]$_DFF_P_	sdata_out	-0.05	1
4_1_cts	slt0_r[15]$_DFF_P_	sdata_out	-0.02	1
6_report	slt0_r[15]$_DFF_P_	sdata_out	0.0003	1
power by group through the flow:
stage                 clock network [W]  registers [W]  logic [W]
final                           0.00756        0.00874    0.00198
after CTS                       0.00779        0.00875    0.00201
after global routing            0.00818        0.00881    0.00213
placed cells by master, fill, tap and decap left out:
cell type                         instances
sky130_fd_sc_hd__dfxtp_1                196
sky130_fd_sc_hd__clkdlybuf4s50_1        176
sky130_fd_sc_hd__mux2_4                 101
sky130_fd_sc_hd__mux2_2                  74
sky130_fd_sc_hd__nor2b_1                 20
sky130_fd_sc_hd__clkbuf_16               17
sky130_fd_sc_hd__buf_4                    8
sky130_fd_sc_hd__buf_12                   7
sky130_fd_sc_hd__bufinv_16                6
sky130_fd_sc_hd__clkinv_2                 3
sky130_fd_sc_hd__clkinv_4                 2
sky130_fd_sc_hd__and2_1                   1
sky130_fd_sc_hd__clkbuf_8                 1
sky130_fd_sc_hd__inv_6                    1
sky130_fd_sc_hd__clkinvlp_4               1
sky130_fd_sc_hd__clkbuf_1                 1
sky130_fd_sc_hd__buf_8                    1
sky130_fd_sc_hd__buf_2                    1
through the flow:
step           utilization, %  power, W  hold slack (ns)  setup TNS (ns)
6_report                 58.3    0.0183            0.210               0
5_1_grt                  58.3    0.0191            0.195         -0.0490
4_1_cts                  58.3    0.0185            0.197         -0.0216
3_5_place_dp             54.1    0.0109            0.423          -15.72
3_3_place_gp             54.1    0.0109            0.427          -13.60
2_1_floorplan               -    0.0101            0.327           -1.03
kinds of logic (layout without fill, tap and decap cells):
group                  after synthesis  in the layout  share of synthesized area, %
buffers and inverters               22            225                          3.07
muxes                              175            175                          35.6
and+or+nand+nor                     21             21                          1.99
DFF                                196            196                          59.4
sequential cells by signal (all words and copies together) (netlist names):
register	flops
slt0_r	16
slt5_r	20
slt8_r	20
slt3_r	20
slt4_r	20
slt9_r	20
slt2_r	20
slt7_r	20
slt1_r	20
slt6_r	20
Power figures rest on the tool's default switching activity, not on a simulated workload.
